`/design/flow/run.sh`:
```
#!/bin/bash
# OpenROAD 26Q1-2900-gdf79404cd8, Yosys 0.63+post, stock flow scripts
make -C /OpenROAD-flow-scripts/flow DESIGN_CONFIG=/design/flow/config.mk WORK_HOME=/design/flow/orfs finish
```
`/design/flow/config.mk`:
```
export PLATFORM = sky130hd
export DESIGN_NAME = inputconditioner
export DESIGN_NICKNAME = inputconditioner
export VERILOG_FILES = /design/flow/design.v
export SDC_FILE = /design/flow/constraint.sdc
export NUM_CORES = 4
export LEC_CHECK = 1
export CORE_AREA = 10 10 70 70
export DIE_AREA = 0 0 80 80
```
`/design/flow/constraint.sdc`:
```
current_design inputconditioner

set clk_period 1.6
set clk_io_pct 0.2

create_clock -name clk0 -period $clk_period [get_ports {clk}]

set non_clock_inputs [all_inputs -no_clocks]
set_input_delay [expr $clk_period * $clk_io_pct] -clock clk0 $non_clock_inputs
set_output_delay [expr $clk_period * $clk_io_pct] -clock clk0 [all_outputs]
```
`/design/flow/design.v`:
```
module inputconditioner(clk, noisysignal, conditioned, positiveedge, negativeedge);
output reg conditioned = 0;
output reg positiveedge = 0;
output reg negativeedge = 0;
input clk, noisysignal;
parameter counterwidth = 3;
parameter waittime = 3;
reg[counterwidth-1:0] counter =0;
reg synchronizer0 = 0;
reg synchronizer1 = 0;
always @(posedge clk ) begin
    if(conditioned == synchronizer1) begin
        counter <= 0;
	positiveedge=0;
	negativeedge=0;
    end
    else begin
        if( counter == waittime) begin
            counter <= 0;
            conditioned <= synchronizer1;
	    if (conditioned==0) begin
		positiveedge=1;
	    end
	    else begin
		negativeedge=1;
	    end
        end
        else 
            counter <= counter+1;
    end
    synchronizer1 = synchronizer0;
    synchronizer0 = noisysignal;
end
endmodule
module testConditioner;
wire conditioned;
wire rising;
wire falling;
reg pin, clk;
reg ri;
always @(posedge clk) ri=rising;
inputconditioner dut(clk, pin, conditioned, rising, falling);
initial clk=0;
always #10 clk=!clk;     
initial begin
pin=0;
#10 pin=1;
#300 pin=0;
#500 pin=1;
#15 pin=0;
#8 pin=1;
#300 pin=0; 
$display("%b",pin);
end
endmodule
```
==> flow_metrics.py <==
# Physical implementation metrics
metrics = {
    "placement": {
        "dp_cells": 71,
        "place_area_um2": 370,
        "io_buffer_count": 4,
        "place.gp.congestion": 0.741,
        "hpwl_um": 312,
    },
    "setup_path": {
        "crit_start": "conditioned",
        "crit_chain": "clkdlybuf4s50_1",
        "r2r-start": "counter[0]",
        "slowest_delay_ns": 0.51,
        "required_ns": 1.28,
        "crit_path_top_delay_cell": "clkdlybuf4s50_1",
        "cp_max_fo": 5,
        "critPathBufInv": 1,
        "startpoint_type": "register",
        "endpoint_kind": "primary output",
        "critPathArrivalTime_ns": 1.21,
        "crit_type": "register to primary output",
        "path_delay_family": "buffers and inverters",
    },
    "hold_path": {
        "hp-start": "synchronizer0",
        "worstHoldPathType": "register to register",
    },
    "global_route": {
        "grt_max_degree": 7,
        "track_usage": 0.0153,
        "antenna_found_initial": 0,
        "grt_pass1_vias": 178,
        "grt_pass1_wl_um": 793,
        "overflow": 0,
    },
    "clock_network": {
        "cts-root-buf": "clkbuf_4",
        "cts_setup_buffers": 0,
        "clock-sinks": 8,
        "cts_resized": 0,
        "cts_buffers": 3,
        "cts_buffer_depth": 2,
        "cts_tree": "yes",
        "htreeDepth": 1,
        "path_clk_slew_ns": 0.06,
        "postCtsHoldBufs": 0,
        "clkLatencyLatePin_ns": 0.25,
    },
    "pwr": {
        "ir_worst_vdd_mv": 0.389,
        "power.total_mw": 0.441,
        "p_leak_nw": 0.136,
        "powerDensity_nw_per_um2": 1110,
    },
    "die": {
        "initCoreUtil": 0.0799,
        "rows": 21,
        "core_area_um2": 3420,
        "die_area_um2": 6400,
        "die_h_um": 80,
        "io_pins": 5,
        "die_w_um": 80,
    },
    "logic_synthesis": {
        "syn_area_um2": 273,
        "ys_warn_count": 1,
        "avgSynthCellArea_um2": 13.0,
        "synth-adder-area-share": 0.0917,
        "compound_area_frac": 0.0642,
        "top_logic_kind": "simple AND/OR/NAND/NOR gates",
        "synth.distinct_cells": 13,
        "xor_share": 0.0642,
        "ys_seq_elements": 8,
        "simple_gate_area_frac": 0.142,
        "yosys_area_um2": 273,
        "ys_sh_mux": 0,
        "synth_seq_share": 0.624,
        "ys_cells": 21,
        "netlist_instances": 21,
    },
    "detailed_routing": {
        "wire_per_inst_um": 5.83,
        "drc": 0,
        "vias": 175,
        "postRouteAntennaNets": 0,
        "wl_um": 437,
        "dr.pass1.iters": 2,
        "drtIter0Drc": 3,
        "via_per_inst": 2.33,
        "route.antenna.diode_count": 0,
    },
    "timing": {
        "fin_crit_sh": 0.958,
        "period_minus_slack_ns": 1.53,
        "slew_violations": 0,
        "worst_slew_pin_slew_ns": 0.314,
        "fin_skew_ns": 0.00458,
        "whs_ns": 0.327,
        "setup_viol": 0,
        "slew_headroom": 0.789,
        "grt_setup_unrepaired": "no",
        "hold_viol_final": 0,
        "max_freq_mhz": 652,
        "fin_tns_setup_ns": 0,
    },
    "finish": {
        "final_cells": 75,
        "logic_area_um2": 98.8,
        "syn_to_final_growth_pct": 45.4,
        "final_layout_size_suffix_gt1_frac": 0.138,
        "seq_area_um2": 170,
        "layout_top_cells": "dfxtp_1 (7), clkdlybuf4s50_1 (4), clkbuf_4 (3)",
        "layout.cells.most_common": "dfxtp_1",
        "stdcell_area_um2": 397,
        "fillCellCount": 402,
    },
    "status": {
        "status": "finished, final reports clean",
    },
    "run": {
        "drv_cap": 0,
        "openroad.warnings": 25,
    },
}
-- report_power, final --
part | total (mW) | internal (mW) | switching [mW]
registers | 0.234 | 0.224 | 0.00969
clock network | 0.162 | 0.0953 | 0.0666
logic | 0.0458 | 0.0281 | 0.0176
-- final timing paths --
path	to	cells after the start	slack, ns
max	conditioned	1	0.07
min	synchronizer1	0	0.33
max reg2reg	conditioned	3	0.43
min reg2reg	synchronizer1	0	0.33
-- synthesized netlist by cell type --
| master | count | area share |
|---|---|---|
| a22o_1 | 1 | 0.032 |
| o2bb2ai_1 | 1 | 0.032 |
| nor2b_1 | 1 | 0.023 |
| inv_1 | 1 | 0.014 |
| ha_1 | 2 | 0.092 |
| dfxtp_1 | 7 | 0.51 |
| nor3b_2 | 1 | 0.046 |
| xor2_1 | 1 | 0.032 |
| nor3_1 | 2 | 0.037 |
| edfxtp_1 | 1 | 0.11 |
| nand2_1 | 1 | 0.014 |
| and2_1 | 1 | 0.023 |
| xnor2_1 | 1 | 0.032 |
-- routing by layer --
| metal | GRT usage | vias up | share of wire |
|---|---|---|---|
| li1 | - | 88 | - |
| met4 | 0.00352 | 0 | 0 |
| met1 | 0.0174 | 80 | 0.46 |
| met2 | 0.0185 | 7 | 0.34 |
| met3 | 0.0170 | 0 | 0.19 |
| met5 | 0 | - | 0 |
-- cell families after synthesis --
| kind of cell | after synthesis |
|---|---|
| flops | 8 |
| fa+ha+maj | 2 |
| buf+inv | 1 |
| xor+xnor | 2 |
| simple gates | 6 |
| compound gates | 2 |
-- through the flow --
stage	utilization	setup slack [ns]
floorplan	-	0.490
global placement	0.108	0.366
detailed placement	0.108	0.354
CTS	0.116	0.0571
global route	0.116	0.00409
finish	0.116	0.0664
-- area by class of cell --
type                    count  area share
inverters                   1     0.00946
multi-input cells          12       0.249
well taps                  46       0.145
flip-flops and latches      8       0.429
clock buffers               4      0.0662
repair buffers              4       0.101
-- registers in the layout, summed over array words and instances (netlist names) --
name           count
positiveedge       1
synchronizer1      1
synchronizer0      1
counter            3
negativeedge       1
conditioned        1
Power figures rest on the tool's default switching activity, not on a simulated workload.
