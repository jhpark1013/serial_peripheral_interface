### design/flow/run.sh
#!/bin/bash
# OpenROAD 26Q1-2900-gdf79404cd8, Yosys 0.63+post, stock flow scripts
make -C /OpenROAD-flow-scripts/flow DESIGN_CONFIG=/design/flow/config.mk WORK_HOME=/design/flow/orfs finish
### design/flow/config.mk
export PLATFORM = sky130hd
export DESIGN_NAME = DataMemory
export DESIGN_NICKNAME = DataMemory
export VERILOG_FILES = /design/flow/design.v
export SDC_FILE = /design/flow/constraint.sdc
export NUM_CORES = 4
export LEC_CHECK = 1
export CORE_UTILIZATION = 50
### design/flow/constraint.sdc
current_design DataMemory

set clk_period 24.2
set clk_io_pct 0.2

create_clock -name clk0 -period $clk_period [get_ports {clk}]

set non_clock_inputs [all_inputs -no_clocks]
set_input_delay [expr $clk_period * $clk_io_pct] -clock clk0 $non_clock_inputs
set_output_delay [expr $clk_period * $clk_io_pct] -clock clk0 [all_outputs]
### design/flow/design.v
module DataMemory(clk, dataOut, address, writeEnable, dataIn);
parameter addresswidth = 7;
parameter depth = 2**addresswidth;
parameter width = 8;
output reg [width-1:0]  dataOut;
input clk;
input [addresswidth-1:0]    address;
input writeEnable;
input[width-1:0]    dataIn;
reg [width-1:0] memory [depth-1:0];
always @(posedge clk) begin
    if(writeEnable)
        memory[address] <= dataIn;
		dataOut <= memory[address];
    end
endmodule
==> run notes <==
Notes on the physical design

Yosys stat counts 2475 cells in the synthesized netlist. The setup slack of the worst register-to-register path is about 22 ns. The power density relative to cell area is roughly 84 nW/um^2. Yosys instantiated no cell more often than edfxtp_1. Of all flip-flops after synthesis, the portion carrying an async set or reset was 0%. The area growth from synthesis to layout is 11.7%. The largest fanout of any net on the critical path is 45.

Sequential elements use between 70% and 80% of the synthesized area. The count of flip-flops with a built-in enable after synthesis is 1024. The upper clock frequency limit is approximately 120 MHz.

The transition time of the tightest slew-check pin is 1.10 ns. The worst-case headroom to the max-slew limit is 26.1%. The post-route utilization of the core is recorded as a little under three fifths. The die height is 286 um. The cell-mix breakdown from Yosys lists the simple-gate area share as 4.47%. The total die size is 82000 um^2. The worst path needs 8.44 ns of the cycle, external delays included. The aoi/oai-family share of the synthesized area is 12.5%. The depth of the worst register-to-register path is 5.

The core area is 79500 um^2. The reg-to-reg critical path startpoint is memory[8][6]. At the end of routability-driven placement, the weighted congestion stood at 0.982. The share of the cycle needed by the critical path after routing is a little over a third. Per the detail_route report, vias per standard cell equal approximately 6.6. The first-pass GRT wire length is 175000 um. The count of filler cells inserted in the layout is approximately 5800. The worst setup path is captured at a flip-flop. The portion of netlist area occupied by mux cells is under 10%. In this run, the synthesized area fraction spent on xor and xnor cells is recorded as 0%. In this run, the number of DRC markers left after iteration 0 of detailed routing was 1899. The flow ran to the end, and the final reports show no timing, DRC or antenna violations. Per the skew report, the later register of the worst-skew pair sees a clock latency of between 0.6 and 0.7 ns. Setup repair after global routing left no endpoint under its margin. In this run the maximum-capacitance check reported violations numbering 0. edfxtp_1 takes more of the synthesized area than any other cell. The I/O pin total is 25.

The clock passes through at most 3 buffers. The area recorded from the Yosys report for this design is 40400 um^2. In the floorplan report the effective utilization is 50.9%. Entering global routing, the biggest net connects around 73 pins. The cell row count is 103.

The post-CTS setup buffer count is 0. The half-perimeter wire length after placement is between 70000 and 80000 um. The power report puts the leakage power at 14.2 nW. The clock root buffer master is clkbuf_16. The die width is roughly 290 um.

The report lists the number of cells resized after CTS as 0. After detailed routing, the total wire length is ~120000 um. The proportion of layout cells with a drive suffix above 1 is 13.7%. The number of hold-repair buffers added at the cts stage is 0. The worst min-delay path category is flip-flop to flip-flop. The tool warning count is 26. The endpoint identified for the worst register-to-register timing path is dataOut[6]. For this block, the via count after detailed routing is 24000. Ranked by total cell area, the synthesized netlist is headed by edfxtp_1 (76%), a221oi_1 (4.8%), nor2_1 (2.2%).

The number of global-route vias before repair is 25500. For reference, the final report shows the max-slew violation count at 0. The critical path is of the input pin to flip-flop type. STA classifies the critical path startpoint as an input pin. The end-of-flow timing check tallies setup violations at 0. The clock slew at the register clock pins of the worst setup and hold paths is roughly 0.06 ns. The remaining global-route overflow is 0. The area share of the largest cell type after synthesis is 76.0%. The clock net in this run drives a total of 1032 sinks.

The combined flip-flop and latch cell area is 30900 um^2. By area, the combinational part of the netlist is dominated by AND-OR/OR-AND gates. The script parses the final routing iteration and logs DRC violations as 0. For this run, the total global-route usage over all layers was measured as 33.5%. Summing every instance area after synthesis gives 40400 um^2. The number of clock buffers added by TritonCTS is 104.

The initial antenna violation count is 5. Warnings reported by Yosys during synthesis add up to 1. The sink of the worst hold path is dataOut[2]. In the final run the clock tree shows a worst skew of 0.0240 ns. The arrival time of the worst setup path is 8.96 ns. The source of the worst hold timing path is memory[91][2]. During placement, the flow inserted port buffers numbering 24. The synthesis report names the predominant flop master as edfxtp_1. The synthesized netlist cell count is approximately 2500. The highest supply drop recorded on VDD is 0.0603 mV. The TritonCTS clock tree is built. The count of antenna-violating nets left after detailed routing is 0. Looking at the clock tree report, the H-tree level count equals 3.

Setup total negative slack on the finished layout was measured at 0 ns. The commonest cells after synthesis are edfxtp_1 (1024), nor2_1 (240), a221oi_1 (220). The required time of the critical path is 24.71 ns.

The first detailed-routing pass took 5 iterations. The synthesized netlist contains 66 unique library cells. The area share of fa/ha/maj cells after synthesis is 0%.

The mean instance size in the synthesized netlist is between 15 and 20 um^2. The average wire per standard cell is between 30 and 40 um. Counting instances, the worst hold path has a depth of 4. The multi-input combinational cells in the finished layout cover a total of 8500 um^2.

The hold violation total from the final report is 0. The count of state elements after synthesis is 1032.
## worst max-delay path, stage by stage
cell,delay (ns)
buf_8,0.29
buf_4,0.64
buf_4,0.63
nor2b_4,0.07
buf_4,0.27
buf_4,0.35
a221oi_1,0.30
nor2_1,0.07
a21oi_1,0.31
o22ai_1,0.24
a211oi_1,0.61
nand3_1,0.17
## power breakdown
part / total, mW / switching, mW / internal (mW)
clock network: 1.60 / 0.659 / 0.942
registers: 1.98 / 0.00619 / 1.97
logic: 0.224 / 0.164 / 0.0599
## layer usage
metal	share of wire, %	wire length [um]	global-route usage [%]
met5	0.17	211	2.56
met1	34	40600	45.3
met3	17	20700	24.4
met4	3.6	4280	8.77
met2	45	54800	46.5
## layout make-up
class | instances | share of cell area (%)
multi-input combinational | 1244 | 18.8
antenna | 1 | 0.00554
tap | 1050 | 2.91
clock buffer | 135 | 6.11
inverter | 4 | 0.0388
clock inverter | 60 | 1.43
timing repair buffer | 131 | 2.27
sequential | 1032 | 68.4
## cell usage in the layout (no fill, tap or decap), types with 16 or more instances in the layout
cell type,count
edfxtp_1,1024
nor2_1,239
a221oi_1,220
a21oi_1,125
buf_4,115
clkbuf_16,104
nand2_1,102
o21ai_0,80
a22oi_1,73
mux2i_1,61
mux2_2,60
a22o_1,41
clkbuf_1,27
o22ai_1,24
clkinv_1,24
a221o_1,20
o221ai_1,17
nand3_1,17
nor3_1,16
## logic make-up after synthesis
kind of cell           after synthesis
flip-flops                        1032
AND/OR/NAND/NOR                    427
buffers and inverters              199
AND-OR/OR-AND                      680
multiplexers                       137
## state kept, by name (all words and copies together), names as in the netlist
signal	cells
dataOut	8
memory	1024
## stage by stage
| stage | cells | area [um^2] | hold WS [ns] | power, mW | setup WS, ns |
|---|---|---|---|---|---|
| global placement | 3461 | 41800 | 0.726 | 2.24 | 15.32 |
| global route | 3656 | 45200 | 0.788 | 3.90 | 15.68 |
| finish | 3657 | 45200 | 0.751 | 3.81 | 15.76 |
| detailed placement | 3461 | 41800 | 0.729 | 2.24 | 15.21 |
| CTS | 3656 | 45200 | 0.754 | 3.82 | 15.89 |
| floorplan | 2475 | 40400 | 0.611 | 2.13 | 17.07 |
## worst max path at each step
stage	depth (start not counted)	start	end	slack, ns
4_1_cts	12	address[2]	dataOut[0]	15.89
6_report	12	address[2]	dataOut[1]	15.76
5_1_grt	11	address[2]	dataOut[0]	15.68
Power is estimated from default activity; no workload was simulated.
