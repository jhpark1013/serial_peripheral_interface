===== /design/flow/run.sh =====
#!/bin/bash
# OpenROAD 26Q1-2900-gdf79404cd8, Yosys 0.63+post, stock flow scripts
make -C /OpenROAD-flow-scripts/flow DESIGN_CONFIG=/design/flow/config.mk WORK_HOME=/design/flow/orfs finish

===== /design/flow/config.mk =====
export PLATFORM = sky130hd
export DESIGN_NAME = StateMachine
export DESIGN_NICKNAME = StateMachine
export VERILOG_FILES = /design/flow/design.v
export SDC_FILE = /design/flow/constraint.sdc
export NUM_CORES = 4
export LEC_CHECK = 1
export CORE_AREA = 10 10 82 82
export DIE_AREA = 0 0 92 92

===== /design/flow/constraint.sdc =====
current_design StateMachine

set clk_period 1.6
set clk_io_pct 0.2

create_clock -name clk0 -period $clk_period [get_ports {clk}]

set non_clock_inputs [all_inputs -no_clocks]
set_input_delay [expr $clk_period * $clk_io_pct] -clock clk0 $non_clock_inputs
set_output_delay [expr $clk_period * $clk_io_pct] -clock clk0 [all_outputs]

===== /design/flow/design.v =====
module StateMachine(clk, miso_bufe, dm_we, addr_we, sr_we, sclk, cs, rw);
	input clk, sclk, cs, rw;
	output reg miso_bufe, dm_we, addr_we, sr_we;
	reg[2:0] state;
	reg[4:0] counter;
	initial begin
		counter = 0; 
		state = 0; miso_bufe = 0; dm_we = 0; addr_we = 0; sr_we = 0;
	end
	always @(posedge clk) begin
		if (cs == 1) begin  
			counter = 0; 
			miso_bufe = 0; dm_we = 0; addr_we = 0; sr_we = 0; 
			state = 0;  
		end
		else if (state == 0) begin  
			miso_bufe = 0; dm_we = 0; addr_we = 0; sr_we = 0; 
			counter = counter + sclk;
			if (counter == 8) begin
				state = 1;  
			end
		end
		else if (state == 1) begin  
			counter = 0;
			miso_bufe = 0; dm_we = 0; addr_we = 1; sr_we = 0; 
			if(rw == 1) begin
				state = 2;  
			end
			else if(rw == 0) begin
				state = 5;  
			end
		end
		else if (state == 2) begin  
			miso_bufe = 0; dm_we = 0; addr_we = 0; sr_we = 0;  
			state = 3;  
		end
		else if (state == 3) begin  
			miso_bufe = 0; dm_we = 0; addr_we = 0; sr_we = 1; 
			state = 4;  
		end
		else if (state == 4) begin  
			miso_bufe = 1; dm_we = 0; addr_we = 0; sr_we = 0; 
			counter = counter + sclk;
			if (counter == 8) begin 
				state = 7;  
			end	
		end
		else if (state == 5) begin  
			miso_bufe = 0; dm_we = 0; addr_we = 0; sr_we = 0;
			counter = counter + sclk;
			if (counter == 8) begin
				state = 6;  
			end
		end
		else if (state == 6) begin  
			miso_bufe = 0; dm_we = 1; addr_we = 0; sr_we = 0; 
			state = 7;  
		end
		else if (state == 7) begin  
			counter = 0;
			miso_bufe = 0; dm_we = 0; addr_we = 0; sr_we = 0;
			if (cs == 0) begin
				state = 0;  
			end
		end
	end
endmodule

==> results.yml <==
# implementation run metrics
min_path:
  min_path_type: "flip-flop to flip-flop"
  min_from: "counter[0]$_SDFFE_PP0P_"
grt:
  grt_pass1_vias: 468
  grt_usage: 0.03182
  overflow: 0
  antenna_found_initial: 0
  grt_max_degree: 19
  grt_pass1_wl_mm: 2.325
clock_network:
  clock_latency_ps: 240
  cts_buffer_depth: 2
  clk_pin_slew_ps: 60
  htree_levels: 1
  hold_buffers: 0
  clock-sinks: 12
  numCtsBuffers: 3
  cts_tree: "built"
  cts-root-buf: "clkbuf_8"
sta:
  rsz0062_at_grt: "yes"
  fin_skew_ps: 4.159
  min_period_over_period: 0.9780
  setup_viol: 0
  period_minus_slack_ps: 1565
  drv_slew: 0
  worst_pin_slew_ps: 580.3
  setup_tns_ps: 0
  timing.hold.ws_ps: 504.0
  slew_headroom: 0.6126
  fmax_ghz: 0.6391
  hold_viol: 0
die:
  die_area_um2: 8464
  initial_core_util: 0.1122
  die_w_um: 92
  rows: 26
  pin_count: 8
  die-height_um: 92
  core-area_um2: 5075
worst_setup_path:
  slowest_delay_ps: 510
  crit_arrival_ps: 1690
  path_cells: "ha_4, ha_4, nor3_4, a31oi_1, or4_4, mux2i_1"
  worstPathRequired_ps: 1720
  timing.critical_path.mode_cell: "ha_4"
  start_kind: "flip-flop"
  path_buffers: 0
  worstSetupEndpointType: "flip-flop"
  crit_fanout: 2
  cp_top_family: "simple AND/OR/NAND/NOR gates"
  r2r_start: "counter[0]$_SDFFE_PP0P_"
  crit_type: "flip-flop to flip-flop"
  cp_slowest_cell: "or4_4"
  startpoint: "counter[0]$_SDFFE_PP0P_"
final_layout:
  syn_to_final_growth_pct: 45.49
  drive_gt1_frac: 0.1818
  final_cell_area_um2: 828.3
  fillers: 575
run:
  cap_violations: 0
  warning_count: 27
placed_design:
  globalplace.congestion: 0.7514
  port_buffers: 7
  dpl.hpwl_um: 871.6
  place_area_um2: 729.5
logic_synthesis:
  synth_cells: 66
  synthArstFlopShare: 0
  top_cell: "dfxtp_1"
  ys_ff: 12
  yosysCellCount: 66
  synth.top_cell.area_share: 0.4220
  syn-cell-area_um2: 569.3
  yosys_most_used_dff: "dfxtp_1"
  synth_seq_share: 0.4220
  synth_top_cell_by_area: "dfxtp_1"
  edf_count: 0
  ys_types: 26
  common_cells: "12 x dfxtp_1, 6 x a21oi_1, 6 x nand2_1, 6 x nand3_1"
  avgSynthCellArea_um2: 8.626
  synth_warnings: 1
  topCellsByArea: "dfxtp_1 42%, a21oi_1 5.3%, nand3_1 5.3%"
  synth_chip_area_um2: 569.3
routing:
  via_count: 493
  routed_wl_mm: 1.303
  drc: 0
  avgViaCountPerCell: 3.354
  routedWlPerCell_um: 8.864
  antennaDiodeCount: 0
  ant_nets: 0
  first_pass_iters: 3
  drt_iter0_markers: 24
power_and_ir_drop:
  leakage_uw: 0.0002675
  worst_ir_drop_vdd_mv: 0.2747
  pwr_density_cell_nw_per_um2: 850.7
run_status:
  status: "finished clean"
## placed cells by master, fill, tap and decap left out, drive strengths merged, types with 3 or more instances in the layout
cell / count
nor2: 3
dfxtp: 12
clkbuf: 4
nand3b: 3
clkdlybuf4s50: 6
buf: 4
nand2: 6
a31oi: 3
nand3: 6
nand2b: 3
a21oi: 6
nor3: 4
## sequential cells by signal, summed over array words and instances (netlist names)
register	cells
counter	5
state	3
dm_we	1
sr_we	1
miso_bufe	1
addr_we	1
## stage by stage
step / worst slack, ps / total power (uW) / cells / utilization
6_report: 35.24 / 704.6 / 147 / 0.1632
5_1_grt: -40.71 / 746.0 / 147 / 0.1632
3_5_place_dp: -453.9 / 368.4 / 142 / 0.1437
3_3_place_gp: -443.2 / 368.5 / 142 / 0.1437
2_1_floorplan: 15.10 / 343.2 / 66 / -
4_1_cts: -52.37 / 713.2 / 147 / 0.1608
## path summary, 6_finish.rpt
kind | to | slack, ps | cells past startpoint
hold reg to reg | counter[0]$_SDFFE_PP0P_ | 500 | 2
setup reg to reg | state[0]$_SDFFE_PP0P_ | 40 | 6
setup / recovery | state[0]$_SDFFE_PP0P_ | 40 | 6
hold / removal | counter[0]$_SDFFE_PP0P_ | 500 | 2
## layout make-up
cell class                      instances  area, um^2  area share
Timing Repair Buffer                   11       100.1      0.1208
Sequential cell                        12       241.5      0.2915
Inverter                                1       3.754    0.004532
Tap cell                               70       87.58      0.1057
Multi-Input combinational cell         49       340.3      0.4109
Clock buffer                            4       55.05     0.06647
## worst reg2reg max path, stage by stage (launching register included)
cell,delay [ps]
dfxtp_2,330
ha_4,160
ha_4,160
nor3_4,100
a31oi_1,60
or4_4,510
mux2i_1,130
## routing by layer
| metal | global-route usage | wire [um] | part of all wire | vias up |
|---|---|---|---|---|
| li1 | - | - | - | 262 |
| met1 | 0.04464 | 640 | 0.49 | 222 |
| met2 | 0.04471 | 572 | 0.44 | 7 |
| met3 | 0.01071 | 56 | 0.043 | 2 |
| met4 | 0.01028 | 34 | 0.026 | 0 |
| met5 | 0 | 0 | 0 | - |
## cells by family (layout without fill, tap and decap cells)
group                      after synthesis  count (layout)  synth area share
muxes                                    1               1           0.01758
adders and majority gates                2               2           0.04395
and+or+nand+nor                         30              30            0.2923
buffers and inverters                    5              16           0.04614
xor gates and xnor gates                 2               2           0.03077
DFF                                     12              12            0.4220
AOI/OAI and AO/OA                       14              14            0.1473
## repair_timing
item	4_1_cts	5_1_grt
endpoints found under the setup margin	3	3
pin swaps	3	4
buffers inserted	1	0
gates resized	6	3
## where the power goes
part	switching (uW)	leakage, uW	internal [uW]
clock network	112	0.0000288	217
registers	8.86	0.0000973	307
logic	23.8	0.000142	35.7
total	145	0.000268	560
Power is estimated from default activity; no workload was simulated.
